File: flow/design.v
module controlunit(
	input	wire	clk			,
	input	wire	rst_n		,
	input	wire	lseq_flag	,
	input	wire	go			,
	output	reg		a_ld		,
	output	reg		sq_ld		,
	output	reg		del_ld		,
	output	reg		root_ld	
);
parameter S0 = 2'b00, S1 = 2'b01, S2 = 2'b11, S3 = 2'b10;
reg [1:0]	pre_stage;
reg [1:0]	next_stage;
always @ (posedge clk or negedge rst_n)
begin
	if(!rst_n)
		pre_stage <= S0;
	else
		pre_stage <= next_stage;
end
always @ (*)
begin
	case(pre_stage)
		S0:
		begin
			if(go)
				next_stage = S1;
			else
				next_stage = S0;
		end
		S1:
		begin
			if(lseq_flag)
				next_stage = S2;
			else
				next_stage = S3;
		end
		S2:
		begin
				next_stage = S1;
		end
		S3:
		begin
				next_stage = S0;
		end
	endcase
end
always @(posedge clk or negedge rst_n)
begin
	if(!rst_n)
	begin
		a_ld	<= 1'b0;
		sq_ld	<= 1'b0;
		del_ld	<= 1'b0;
		root_ld	<= 1'b0;
	end
	else if(pre_stage == S0)
	begin
		a_ld	<= 1'b1;
		sq_ld	<= 1'b0;
		del_ld	<= 1'b0;
		root_ld	<= 1'b0;
	end
	else if(pre_stage == S1)
	begin
		a_ld	<= 1'b0;
		sq_ld	<= 1'b0;
		del_ld	<= 1'b0;
		root_ld	<= 1'b0;
	end
	else if(pre_stage == S2)
	begin
		a_ld	<= 1'b0;
		sq_ld	<= 1'b1;
		del_ld	<= 1'b1;
		root_ld	<= 1'b0;
	end
	else 
	begin
		a_ld	<= 1'b0;
		sq_ld	<= 1'b0;
		del_ld	<= 1'b0;
		root_ld	<= 1'b1;
	end
end
endmodule
module datapath(
	input  wire			clk			,
	input  wire			rst_n		,
	input  wire	[7:0]	a			,
	input  wire			a_ld		,
	input  wire			sq_ld		,
	input  wire			del_ld		,
	input  wire			root_ld		,
	output reg	[7:0]	root_reg	,
	output wire			lseq_flag	
);
	reg	[7:0]			   a_reg;
	reg	[7:0]			  sq_reg;	 
	reg	[7:0]			 del_reg;	 
	wire	[7:0]		 sq_root;
	wire	[7:0]		 sq_next;		 
	wire	[7:0]		del_next;		 
always @ (posedge clk or negedge rst_n)
begin
	if(!rst_n)
		a_reg <= 8'h00;
	else if(a_ld)
		a_reg <= a;
	else 
		a_reg <= a_reg;
end
assign lseq_flag = (sq_reg <= a_reg) ? 1'b1 : 1'b0; 
always @ (posedge clk or negedge rst_n)
begin
	if(!rst_n)
		sq_reg <= 8'h01;
	else if(a_ld)
		sq_reg <= 8'h01;
	else if(sq_ld)
		sq_reg <= sq_next;
	else
		sq_reg <= sq_reg;
end
assign sq_next = sq_reg + del_reg;
always @ (posedge clk or negedge rst_n)
begin
	if(!rst_n)
		del_reg <= 8'h03;
	else if(a_ld)
		del_reg <= 8'h03;
	else if(del_ld)
		del_reg <= del_next;
	else
		del_reg <= del_reg;
end
assign del_next = del_reg + 8'h02;
always @ (posedge clk or negedge rst_n)
begin
	if(!rst_n)
		root_reg <= 8'h00;
	else if(root_ld)
		root_reg <= sq_root;
	else 
		root_reg <= root_reg;
end
assign sq_root = (del_reg - 8'h05) >> 1'b1;
endmodule
module sqrt(
	clk,
	rst_n,
	go,
	a,
	root_reg
);
input wire	clk;
input wire	rst_n;
input wire	go;
input wire	[7:0] a;
output wire	[7:0] root_reg;
wire	SYNTHESIZED_WIRE_0;
wire	SYNTHESIZED_WIRE_1;
wire	SYNTHESIZED_WIRE_2;
wire	SYNTHESIZED_WIRE_3;
wire	SYNTHESIZED_WIRE_4;
controlunit	b2v_inst(
	.clk(clk),
	.rst_n(rst_n),
	.lseq_flag(SYNTHESIZED_WIRE_0),
	.go(go),
	.a_ld(SYNTHESIZED_WIRE_1),
	.sq_ld(SYNTHESIZED_WIRE_2),
	.del_ld(SYNTHESIZED_WIRE_3),
	.root_ld(SYNTHESIZED_WIRE_4));
	defparam	b2v_inst.S0 = 2'b00;
	defparam	b2v_inst.S1 = 2'b01;
	defparam	b2v_inst.S2 = 2'b11;
	defparam	b2v_inst.S3 = 2'b10;
datapath	b2v_inst1(
	.clk(clk),
	.rst_n(rst_n),
	.a_ld(SYNTHESIZED_WIRE_1),
	.sq_ld(SYNTHESIZED_WIRE_2),
	.del_ld(SYNTHESIZED_WIRE_3),
	.root_ld(SYNTHESIZED_WIRE_4),
	.a(a),
	.lseq_flag(SYNTHESIZED_WIRE_0),
	.root_reg(root_reg)
);
endmodule
File: flow/run.sh
#!/bin/bash
# OpenROAD 26Q1-2900-gdf79404cd8, Yosys 0.63+post, stock flow scripts
make -C /OpenROAD-flow-scripts/flow DESIGN_CONFIG=/design/flow/config.mk WORK_HOME=/design/flow/orfs finish
File: flow/config.mk
export PLATFORM = sky130hd
export DESIGN_NAME = sqrt
export DESIGN_NICKNAME = sqrt
export VERILOG_FILES = /design/flow/design.v
export SDC_FILE = /design/flow/constraint.sdc
export NUM_CORES = 4
export LEC_CHECK = 1
export CORE_UTILIZATION = 30
File: flow/constraint.sdc
current_design sqrt

set clk_period 4.7
set clk_io_pct 0.2

create_clock -name clk0 -period $clk_period [get_ports {clk}]

set non_clock_inputs [all_inputs -no_clocks]
set_input_delay [expr $clk_period * $clk_io_pct] -clock clk0 $non_clock_inputs
set_output_delay [expr $clk_period * $clk_io_pct] -clock clk0 [all_outputs]
==> flow_summary_export.csv <==
group,metric,value,unit
floorplan,die_w,84.9,microns
logic_synthesis,yosysTopAreaCell,"dfrtp_1",
final_timing,finalCritPeriodShare,0.484,
flow_run,warnings,26,
detailed_routing,routed_wl,3760,microns
worst_setup_path,critPathArrivalTime,2.45,ns
detailed_routing,initialDrtViolationCount,84,
logic_synthesis,ys_top_cells_by_count,"dfrtp_1 (34), nand2_1 (21), nor2_1 (21), ha_1 (18), inv_1 (17)",
finish,seq_area,956,sq um
clock_network,path_clk_slew,0.08,ns
logic_synthesis,ys_seq_frac,0.464,
floorplan,core_area,0.00649,sq mm
power_and_ir_drop,clkPwrFrac,0.449,
worst_setup_path,worstSetupStartpointType,"register",
placement,port_buffers,17,
global_route,grt_busiest_layer,"met2",
detailed_routing,drt_pass1_iterations,4,
logic_synthesis,async_flop_share,1.00,
placement,hpwl,2590,microns
worst_setup_path,slowest_delay,0.61,ns
worst_setup_path,worstPathRequired,4.88,ns
final_timing,setup_viol,0,
status,status,"complete, no violations",
logic_synthesis,yosys_cells,211,
global_route,grt_pass1_wl,6610,microns
final_timing,drv_slew,0,
floorplan,die_area,0.00720,sq mm
final_timing,fmax,440,MHz
finish,combGateArea,0.00100,sq mm
global_route,gr-usage-all-layers,0.116,
detailed_routing,wire_per_inst,12.3,microns
logic_synthesis,yosys.cell_count.top_type,"dfrtp_1",
clock_network,post_cts_resized,0,
power_and_ir_drop,vdd_drop_max,98.4,uV
clock_network,post-cts-setup-buffers,0,
global_route,grt.met3_usage,0.0188,
global_route,grt_use_met2,0.183,
detailed_routing,via_per_inst,4.80,
logic_synthesis,synth-main-ff-cell,"dfrtp_1",
detailed_routing,vias,1468,
logic_synthesis,ys_ff,38,
floorplan,chipHeight,84.9,microns
power_and_ir_drop,p_comb_frac,0.024,
global_route,grt_pass1_vias,1424,
logic_synthesis,synth_area,0.00206,sq mm
clock_network,worstSkewPairLatency,0.29,ns
power_and_ir_drop,p_per_area,257,mW/mm^2
power_and_ir_drop,p_int,492,uW
global_route,grt_max_degree,39,
clock_network,hold_buffers,0,
power_and_ir_drop,switching_share,0.206,
finish,drive_gt1_frac,0.0830,
logic_synthesis,yosysTopAreaCellShare,0.413,
power_and_ir_drop,seqPwrFrac,0.527,
detailed_routing,diodes,0,
final_timing,tightest_slew,0.753,ns
logic_synthesis,synthTopCellsByArea,"dfrtp_1 (41%), ha_1 (11%), dfstp_2 (5.1%), nand2_1 (3.8%), nor2_1 (3.8%)",
flow_run,maxCapViolations,0,
detailed_routing,drc,0,
worst_setup_path,worstSetupEndpointType,"register",
clock_network,numCtsBuffers,5,
logic_synthesis,yosysChipArea,0.00206,sq mm
finish,final_core_util,0.371,
worst_setup_path,crit_type,"reg -> reg",
clock_network,cts_tree,"done",
clock_network,clock-sinks,38,
final_timing,finClkSkew,0.00281,ns
logic_synthesis,synth_cell_type_count,40,
global_route,grt_overflow,0,
detailed_routing,ant_nets,0,
final_timing,maxSlewHeadroom,0.498,
floorplan,io_pins,19,
finish,syn_to_final_growth,17.1,%
final_timing,rsz0062_at_grt,"false",
clock_network,htree_num_levels,2,
logic_synthesis,synthCells,211,
final_timing,finalHoldViolCount,0,
placement,place.gp.congestion,0.789,
clock_network,cts-root-buf,"clkbuf_8",
global_route,gr-usage-met1,0.178,
power_and_ir_drop,p_sw,128,uW
finish,fill_cells,636,
clock_network,clockBufferDepth,2,
logic_synthesis,enable_flop_cells,0,
power_and_ir_drop,p_leak,0.00118,uW
final_timing,finalSetupTns,0,ns
global_route,antenna_found_initial,0,
worst_hold_path,hold_path_class,"reg -> reg",
floorplan,initCoreUtil,0.317,
floorplan,row_count,29,
worst_setup_path,cp_max_fo,6,
worst_setup_path,critPathSlowestCell,"dfstp_2",
logic_synthesis,ys_warn_count,2,
final_timing,period_needed,2.27,ns
worst_setup_path,cp_cell_sequence,"ha_1 -> a211oi_2 -> nor3_1 -> or4_1 -> nand3_1 -> mux2_1",
logic_synthesis,avgSynthCellArea,9.76,sq um
==> layout make-up <==
type / instances / share of cell area
clock inverter: 3 / 0.0187
sequential: 38 / 0.396
multi-input combinational: 147 / 0.415
timing repair buffer: 19 / 0.0747
clock buffer: 5 / 0.0285
tap: 77 / 0.0400
inverter: 17 / 0.0265
==> worst paths after layout <==
kind                       slack, ns                  start  cells past startpoint               endpoint
setup reg to reg                2.43   b2v_inst1.del_reg[1]                      6    b2v_inst1.sq_reg[7]
max in group asynchronous       3.65                  rst_n                      2    b2v_inst1.sq_reg[0]
hold / removal                  0.43  b2v_inst.pre_stage[0]                      0          b2v_inst.a_ld
setup / recovery                2.43   b2v_inst1.del_reg[1]                      6    b2v_inst1.sq_reg[7]
min in group asynchronous       0.69                  rst_n                      2  b2v_inst.pre_stage[1]
hold reg to reg                 0.43  b2v_inst.pre_stage[0]                      0          b2v_inst.a_ld
==> worst max-delay path: cells and delay by family (launching register included) <==
| kind | cells | cell delay [ns] |
|---|---|---|
| simple gates | 3 | 0.70 |
| mux | 1 | 0.31 |
| flops | 1 | 0.61 |
| compound gates | 1 | 0.26 |
| fa+ha+maj | 1 | 0.28 |
==> per-stage QoR <==
step	power, uW	setup WS, ns	hold WS [ns]	cells	area (sq um)
5_1_grt	642	2.29	0.439	306	2410
4_1_cts	631	2.42	0.434	306	2410
3_3_place_gp	349	2.48	0.409	298	2300
3_5_place_dp	349	2.45	0.423	298	2300
6_report	620	2.43	0.432	306	2410
2_1_floorplan	334	2.54	0.405	211	2060
==> metal layers <==
metal,share of wire,wire [microns]
met1,0.52,1940
met2,0.44,1660
met3,0.023,87
met4,0.019,70
met5,0,0
==> power by group through the flow <==
stage,logic (uW),registers (uW),clock network [uW]
CTS,15.5,327,288
global route,17.0,327,299
finish,14.8,327,278
==> cell usage in the layout, fill, tap and decap left out, types with 4 or more instances in the layout <==
master and count:
clkbuf_8 5, xor2_1 5, nand3_1 5, nand2_1 21, ha_1 18, xnor2_1 8, a21oi_1 12, inv_1 17
a21o_1 6, mux2i_1 4, clkdlybuf4s50_1 16, dfrtp_1 34, dfstp_2 4, nor2_1 21, o21ai_0 11
==> logic make-up after synthesis <==
group                      share of synthesized area
and+or+nand+nor                                0.142
muxes                                         0.0413
AOI/OAI and AO/OA                              0.126
adders and majority gates                      0.119
xor gates and xnor gates                      0.0553
other                                        0.00182
DFF                                            0.464
buffers and inverters                         0.0498
Power is estimated from default activity; no workload was simulated.
