[design.v]
module binbcd6 (b, p, q);
input wire [5:0] b;
output reg [3:0] p;
output reg [3:0] q;
reg [16:0] z;
integer i;
always @ (*)
begin
	for(i=0;i<=16;i=i+1)			 
		z[i] = 0;
	z[8:3] = b;					 
	repeat(5)					 
		begin
			if (z[11:8]  > 3'b100)				 
				 z[11:8]  = z[11:8]  + 2'b11;
			if (z[15:12] > 3'b100)
				 z[15:12] = z[15:12] + 2'b11;
			z[16:1] = z [15:0];
		end
	p = z[11:8];									 
	q = z[15:12];
end
endmodule
[run.sh]
#!/bin/bash
# OpenROAD 26Q1-2900-gdf79404cd8, Yosys 0.63+post, stock flow scripts
make -C /OpenROAD-flow-scripts/flow DESIGN_CONFIG=/design/flow/config.mk WORK_HOME=/design/flow/orfs finish
[config.mk]
export PLATFORM = sky130hd
export DESIGN_NAME = binbcd6
export DESIGN_NICKNAME = binbcd6
export VERILOG_FILES = /design/flow/design.v
export SDC_FILE = /design/flow/constraint.sdc
export NUM_CORES = 4
export LEC_CHECK = 1
export CORE_AREA = 10 10 70 70
export DIE_AREA = 0 0 80 80
[constraint.sdc]
current_design binbcd6

set clk_period 3.3
set clk_io_pct 0.2

create_clock -name clk0 -period $clk_period

set non_clock_inputs [all_inputs -no_clocks]
set_input_delay [expr $clk_period * $clk_io_pct] -clock clk0 $non_clock_inputs
set_output_delay [expr $clk_period * $clk_io_pct] -clock clk0 [all_outputs]
==> metrics.csv <==
stage;metric;value;unit
detailed_routing;firstDrtPassIters;3;
final_layout;synthToLayoutAreaGrowth;128;%
global_routing;grt_pass1_wl;2050;um
floorplanning;die_h;80;um
min_path;hp-class;input port to output port;
power;p_per_area;167;nW/um^2
cts;hold_buffers;0;
detailed_routing;antenna_cells;0;
sta;min_period;3210;ps
sta;rsz0062_at_grt;no;
floorplanning;die_w;80;um
global_routing;overflow;0;
floorplanning;initial_core_util;10.7;%
power;ir_drop;0.0620;mV
final_layout;final_cell_count_no_fill;138;
logic_synthesis;ys_seq_share;0;%
setup_path;endpoint_kind;output port;
sta;final-hold-violation-count;0;
detailed_routing;vias_per_cell;3.54;
sta;hold_slack;1320;ps
final_layout;seq_area;0;um^2
sta;drv_slew;0;
setup_path;critPathMaxFanout;6;
setup_path;crit_type;input port to output port;
logic_synthesis;yosysCellCount;53;
final_layout;seq_cells;0;
detailed_routing;ant_nets;0;
placed_design;port_buffers;11;
setup_path;crit_required;2640;ps
final_layout;lay_top_cells;29 x buf_4, 6 x nand2_1, 5 x buf_2;
power;cellLeakagePower;0.000360;uW
final_layout;layout_top_cell;buf_4;
floorplanning;rows;21;
run;drv_cap;0;
run;warning_count;36;
logic_synthesis;ys_chip_area;364;um^2
detailed_routing;via_count;489;
outcome;outcome;finished, final reports clean;
global_routing;grt_max_degree;7;
logic_synthesis;syn_inst;53;
logic_synthesis;ys_types;28;
global_routing;grt_usage;3.68;%
setup_path;cp-start-kind;input port;
placed_design;placedCellCount;121;
global_routing;grt_pass1_vias;488;
placed_design;hpwl;826;um
detailed_routing;wire_per_inst;8.97;um
final_layout;nClkBuffers;0;
global_routing;antenna_found_initial;0;
setup_path;crit_arrival;2550;ps
detailed_routing;wl;1240;um
final_layout;drive_gt1_share;63.0;%
sta;setup_tns;0;ps
logic_synthesis;synth_warnings;1;
sta;finalSetupViolations;0;
sta;period_used_share;97.3;%
detailed_routing;route.detailed.drc;0;
logic_synthesis;syn_area;364;um^2
floorplanning;core;3420;um^2
logic_synthesis;post_synth.cell_area_avg;6.87;um^2
placed_design;gp_congestion;0.811;
floorplanning;io_pins;14;
sta;max_freq;311;MHz
detailed_routing;drt_iter0_drc;10;
floorplanning;dieArea;6400;um^2
==> per-stage QoR <==
step	cell area [um^2]	util (%)	worst slack [ps]	total power, uW
6_report	830	24.3	88.6	139
5_1_grt	830	24.3	12.6	153
2_1_floorplan	364	-	396	51.6
3_5_place_dp	618	18.1	-687	106
3_3_place_gp	618	18.1	-618	105
4_1_cts	802	23.5	3.18	129
==> synthesized netlist by cell type (all sizes together), types with 2 or more instances <==
library cell / number / area [um^2]
ha: 5 / 62.6
o211ai: 3 / 22.5
o21ai: 3 / 15.0
nor2: 3 / 11.3
and2: 3 / 21.3
nand2: 6 / 22.5
xnor2: 2 / 17.5
inv: 5 / 18.8
nand2b: 2 / 12.5
a21oi: 2 / 10.0
buf: 2 / 15.0
a31oi: 3 / 25.0
==> layout make-up <==
type	instances	area, um^2
Multi-Input combinational cell	45	433
Inverter	5	21.3
Fill cell	373	2590
Timing Repair Buffer	42	318
Tap cell	46	57.6
==> what timing repair did <==
action | 4_1_cts | 5_1_grt
resized | 36 | 11
setup endpoints to repair | 5 | 5
pin swaps | 9 | 5
setup buffers | 16 | 1
==> per-layer routing <==
layer  wire length [um]  track usage, %
met5                  0               0
met4                  0               0
met3                 73           0.795
met2                510            5.94
met1                653            5.17
==> cell families after synthesis <==
| kind of cell | count (synthesis) | share of synthesized area, % |
|---|---|---|
| compound gates | 16 | 31.3 |
| other cells | 1 | 1.03 |
| mux | 1 | 2.75 |
| fa+ha+maj | 5 | 17.2 |
| xor+xnor | 3 | 9.28 |
| simple gates | 19 | 28.2 |
| buf+inv | 8 | 10.3 |
==> worst max-delay path, cell delays in order <==
cell,delay (ps)
buf_2,110
inv_2,70
ha_4,150
inv_4,50
ha_4,170
buf_6,110
xnor2_2,120
or4_4,540
and2_4,160
buf_4,130
o211ai_1,150
buf_2,130
==> report_power, final <==
part | total [uW] | internal [uW] | switching, uW
Clock | 0 | 0 | 0
Sequential | 0 | 0 | 0
Combinational | 139 | 82.4 | 56.3
==> worst paths after layout <==
kind / from / endpoint / slack, ps / cells past startpoint
min: b[0] / p[0] / 1320 / 0
max: b[3] / p[2] / 90 / 12
No activity file was given, so power comes from the tool's default toggle rates.
