$ cat config.mk
export PLATFORM = sky130hd
export DESIGN_NAME = gcd
export DESIGN_NICKNAME = gcd
export VERILOG_FILES = /design/flow/design.v
export SDC_FILE = /design/flow/constraint.sdc
export NUM_CORES = 4
export LEC_CHECK = 1
export CORE_AREA = 10 10 91 91
export DIE_AREA = 0 0 101 101
$ cat constraint.sdc
current_design gcd

set clk_period 2.6
set clk_io_pct 0.2

create_clock -name clk0 -period $clk_period [get_ports {clk}]

set non_clock_inputs [all_inputs -no_clocks]
set_input_delay [expr $clk_period * $clk_io_pct] -clock clk0 $non_clock_inputs
set_output_delay [expr $clk_period * $clk_io_pct] -clock clk0 [all_outputs]
$ cat run.sh
#!/bin/bash
# OpenROAD 26Q1-2900-gdf79404cd8, Yosys 0.63+post, stock flow scripts
make -C /OpenROAD-flow-scripts/flow DESIGN_CONFIG=/design/flow/config.mk WORK_HOME=/design/flow/orfs finish
$ cat design.v
module gcd(
	input wire clk,
	input wire rst_n,
	input wire [3:0] xin,
	input wire [3:0] yin,
	input wire go,
	output wire [3:0] gcdreg
);
	wire		xsel;
	wire		ysel;
	wire		xld;
	wire		yld;
	wire		gld;
	wire		ltflag;
	wire		eqflag;
gcd_datapath U1 (
	.clk(clk),
	.rst_n(rst_n),
	.xin(xin),
	.yin(yin),
	.xsel(xsel),
	.ysel(ysel),
	.xld(xld),
	.yld(yld),
	.gld(gld),
	.ltflag(ltflag),
	.eqflag(eqflag),
	.gcdreg(gcdreg)
);
gcd_control U2(
	.clk(clk),
	.rst_n(rst_n),
	.go(go),
	.ltflag(ltflag),
	.eqflag(eqflag),
	.xsel(xsel),
	.ysel(ysel),
	.xld(xld),
	.yld(yld),
	.gld(gld)
);
endmodule
module gcd_control(
	input wire clk,
	input wire rst_n,
	input wire go,
	input wire ltflag,
	input wire eqflag,
	output reg xsel,
	output reg ysel,
	output reg xld,
	output reg yld,
	output reg gld
);
	parameter
		START		= 7'b000_0001,
		LOAD		= 7'b000_0010,
		JUDGE_1	= 7'b000_0100,
		DONE		= 7'b000_1000,
		JUDGE_2	= 7'b001_0000,
		UPDATE_1	= 7'b010_0000,
		UPDATE_2	= 7'b100_0000;
	reg [6:0] pre_state, next_state;
always @ (posedge clk or negedge rst_n)
begin
	if(!rst_n)
		pre_state <= START;
	else
		pre_state <= next_state;
end
always @ (*)
begin
	case(pre_state)
	START:
		if(go)
			next_state = LOAD;
		else
			next_state = START;
	LOAD:
		next_state = JUDGE_1;
	JUDGE_1:
		if(eqflag)
			next_state = DONE;
		else
			next_state = JUDGE_2;
	DONE:
			next_state = START;
	JUDGE_2:
		if(ltflag)
			next_state = UPDATE_1;
		else
			next_state = UPDATE_2;
	UPDATE_1:
		next_state = JUDGE_1;
	UPDATE_2:
		next_state = JUDGE_1;
	endcase
end
always @ (*)
begin
	case(pre_state)
		LOAD:
		begin
			xsel = 1'b1;
			ysel = 1'b1;
			xld	 = 1'b1;
			yld	 = 1'b1;
			gld  = 1'b0;
		end
		DONE:
		begin
			xsel = 1'b0;
			ysel = 1'b0;
			xld  = 1'b0;
			yld  = 1'b0;
			gld  = 1'b1;
		end
		UPDATE_1:
		begin
			xsel = 1'b0;
			ysel = 1'b0;
			xld  = 1'b0;
			yld  = 1'b1;
			gld  = 1'b0;
		end
		UPDATE_2:
		begin
			xsel = 1'b0;
			ysel = 1'b0;
			xld  = 1'b1;
			yld  = 1'b0;
			gld  = 1'b0;
		end
		default:
		begin
			xsel = 1'b0;
			ysel = 1'b0;
			xld  = 1'b0;
			yld  = 1'b0;
			gld  = 1'b0;
		end
	endcase
end
endmodule
module gcd_datapath(
	input wire			clk,
	input wire			rst_n,
	input wire	[3:0]	xin,
	input wire	[3:0]	yin,
	input wire			xsel,
	input wire			ysel,
	input wire			xld,
	input wire			yld,
	input wire			gld,
	output reg			ltflag,
	output reg			eqflag,
	output reg	[3:0]	gcdreg
);
	reg [3:0] x;
	reg [3:0] y;
	wire [3:0] xmy;
	wire [3:0] ymx;
	reg  [3:0] xreg;
	reg  [3:0] yreg;
always @ (*)
begin
	if(xsel)
		x = xin;
	else
		x = xmy;
end
always @ (*)
begin
	if(ysel)
		y = yin;
	else
		y = ymx;
end
always @ (posedge clk or negedge rst_n)
begin
	if(!rst_n)
		xreg <= 4'b0000;
	else if(xld)
		xreg <= x;
	else
		xreg <= xreg;
end
always @ (posedge clk or negedge rst_n)
begin
	if(!rst_n)
		yreg <= 4'b0000;
	else if(yld)
		yreg <= y;
	else
		yreg <= yreg;
end
	assign xmy = xreg - yreg;
	assign ymx = yreg - xreg;
always @ (*)
begin
	if(xreg < yreg)
		ltflag = 1'b1;
	else
		ltflag = 1'b0;
end
always @ (*)
begin
	if(xreg == yreg)
		eqflag = 1'b1;
	else
		eqflag = 1'b0;
end
always @ (posedge clk or negedge rst_n)
begin
	if(!rst_n)
		gcdreg <= 4'b0000;
	else if(gld)
		gcdreg <= xreg;
	else
		gcdreg <= gcdreg;
end
endmodule
==> results.txt <==
flow finished, numbers: worst rel slew slack=0.5898, average size of a mapped cell=9.692 sq um, Clock transition at path regs=0.08 ns, final total negative setup slack=0 ns, largest fanout of any net on the critical path=12, initial cell density of the core=0.2045, post-route ant nets=0, number of resized instances in the post-cts repair step=0, minimum setup slack in the final design=0.7108 ns, static leakage=0.6648 nW, number of global-route vias before repair=941, number of hold-repair buffers added at the cts stage=0, Total GRT Usage=0.05532, Synth flops=26, power per standard cell area=831.2 mW/mm^2, TritonCTS clock tree=yes, tool warning count=28, max cap viols=0, pin count of the biggest net entering global routing=20, HP Class=flip-flop to flip-flop, Simple-Gate Area Share=0.1869, area fraction in compound gates after synthesis=0.1397, main kind of combinational logic by area=simple AND/OR/NAND/NOR gates, antenna violations before repair=0, leftover overflow at the end of global routing=0, Post-CTS Setup Bufs=0, number of buffers created by CTS=3, sequential share of power=0.361, setup repair after global routing missed its margin=no, number of buffers added on ports=14, kind of critical path=flip-flop to flip-flop, Cells on Worst Hold Path=2, total via count after detailed routing=966, yosys cell count=134, register area=581.8 sq um, synthesis-to-finish area growth=19.94%, pin slew with the least headroom to its limit=0.6097 ns, routed wire length=2768 microns, nature of the critical path endpoint=flip-flop, count of unclocked register or latch pins=7, R2R cell count=4, Via-to-Cell Ratio=4.313, ratio of final minimum period to clock period=0.7266, final antenna diode count=0, Syn Std Cell Area=0.001299 sq mm, Pre-Repair DR Iteration Count=6, Late-Pin Clk Latency=0.26 ns, DRC viols=0, Top cells by area=sky130_fd_sc_hd__dfrtp_1 (35%), sky130_fd_sc_hd__dlxtn_1 (8.1%), sky130_fd_sc_hd__ha_1 (6.7%), most common logic cells in the final layout=sky130_fd_sc_hd__dfrtp_1 (18), sky130_fd_sc_hd__clkdlybuf4s50_1 (14), sky130_fd_sc_hd__nor2_1 (13), internal power summed over all cells=0.7958 mW, Iter 0 DRT Violations=112, synthesis area per yosys=0.001299 sq mm, Die Height=101 microns, CTS root buffer=sky130_fd_sc_hd__clkbuf_8, DR WL/cell=12.36 microns, switching share of power=0.3854, power share of the combinational group=0.473, Top cell area share=0.3468, setup-violating endpoint count in the final report=0, worst slack, placed=0.7190 ns, die footprint=0.01020 sq mm, clock share of power=0.166, Post-Synthesis Cells=134, floorplan die width=101 microns, Cell Type Count=39, number of placed I/O pins=15, arithmetic-cell share of the synthesized area counting full adders, half adders and majority gates=0.09827, Floorplan Core Area=0.006350 sq mm, final hold viol count=0, status=finished clean, most common cell after layout, fill and taps aside=sky130_fd_sc_hd__dfrtp_1, largest area contributor in the netlist=sky130_fd_sc_hd__dfrtp_1, Filler Cells Inserted=678, mux share of post-synthesis cell area=0.02794, share of cells above drive strength 1=0.08844, start point of the critical path=U2.pre_state[1]$_DFF_PN0_, xor+xnor area frac=0.04721, skew final=0.01065 ns, logic area=649.4 sq um, buffer levels on the longest clock path=2, Critical R2R Launch=U2.pre_state[1]$_DFF_PN0_, maximum ir drop on the vdd rail=0.4584 mV, final weighted congestion in routability-driven placement=0.8380, count of endpoints without a timing constraint=14, Rows=29, HPWL after DPL=2163 microns, worst path required time=2.75 ns, Data arrival, critical path=2.03 ns, count of final max-slew check failures=0, crit path time final=1.889 ns, peak clock frequency supported by timing=529.3 MHz, total net switching power=0.4990 mW, number of synthesis warnings=2, Critical Path Source Type=flip-flop, HP Start=U1.gcdreg[1]$_DFFE_PN0P_, first-pass GRT wire length=4616 microns, CTS H-tree lvls=1
[critical path, stage by stage, from the launching register on]
cell and delay (ns):
sky130_fd_sc_hd__dfrtp_1 0.54, sky130_fd_sc_hd__nor3b_2 0.58, sky130_fd_sc_hd__o21ai_0 0.33, sky130_fd_sc_hd__a32oi_1 0.23, sky130_fd_sc_hd__o31ai_1 0.09
[metal layers]
| metal | wire (microns) | track usage |
|---|---|---|
| met1 | 1498 | 0.08262 |
| met2 | 1145 | 0.08206 |
| met3 | 106 | 0.01247 |
| met4 | 17 | 0.006431 |
| met5 | 0 | 0 |
[area by class of cell]
type | instances | share of cell area
clock buffer | 3 | 0.02651
tap | 77 | 0.06185
timing repair buffer | 15 | 0.09478
multi-input combinational | 93 | 0.4169
clock inverter | 1 | 0.004819
inverter | 9 | 0.02169
sequential | 26 | 0.3735
[stage by stage]
step | hold WS (ns) | instances | utilization | area, sq um | power, mW
final | 0.4884 | 224 | 0.2453 | 1558 | 1.295
after global routing | 0.5517 | 224 | 0.2453 | 1558 | 1.424
after CTS | 0.5000 | 224 | 0.2453 | 1558 | 1.309
after detailed placement | 0.4803 | 220 | 0.2376 | 1509 | 1.090
after global placement | 0.4629 | 220 | 0.2376 | 1509 | 1.087
after floorplan | 0.2244 | 134 | - | 1299 | 0.9259
[power by group through the flow]
stage	logic, mW	registers, mW	clock network (mW)
final	0.613	0.467	0.214
after global routing	0.707	0.483	0.234
after CTS	0.621	0.468	0.220
[state kept, by name, summed over array words and instances, names as in the netlist]
signal and count:
U2.pre_state 7, U1.gcdreg 4, U1.yreg 4, U1.xreg 4, U2.next_state 7
[worst paths after layout]
path                       slack, ns                        end
setup / recovery                0.71     U1.xreg[3]$_DFFE_PN0P_
hold / removal                  0.49   U1.gcdreg[1]$_DFFE_PN0P_
setup reg to reg                0.71     U1.xreg[3]$_DFFE_PN0P_
hold reg to reg                 0.49   U1.gcdreg[1]$_DFFE_PN0P_
max in group asynchronous       1.73  U2.pre_state[0]$_DFF_PN1_
min in group asynchronous       0.59     U1.xreg[0]$_DFFE_PN0P_
[kinds of logic after synthesis]
| logic type | after synthesis |
|---|---|
| AND-OR/OR-AND | 30 |
| XOR/XNOR | 7 |
| adder cells (fa/ha/maj) | 9 |
| buffers and inverters | 15 |
| flip-flops | 19 |
| latches | 7 |
| multiplexers | 3 |
| AND/OR/NAND/NOR | 44 |
[synthesized netlist by cell type (all sizes together)]
library cell,number
dfrtp,18
nor4,3
nand2b,1
a2bb2oi,1
and3,1
xnor2,4
nor2,13
clkbuf,2
fa,2
a22oi,2
dfstp,1
inv,9
nor4b,3
buf,4
nand2,12
nand3,2
o211ai,1
a22o,1
ha,7
xor2,3
o31ai,1
nor2b,2
nor3b,2
nor3,1
mux2,2
a21oi,10
a32oi,1
o22ai,1
or4,1
nand4,2
or3b,1
o21ai,11
o211a,1
dlxtn,7
mux2i,1
Power and IR drop assume default switching activity.
